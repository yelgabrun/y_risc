==> flow/design.v <==
`timescale 1ns/100ps
module ifu (
  input   clk,
  input   rst_n,
  output  [31:0] pc_o
);
  wire [31:0] next_pc;
  reg32bit reg32bit_pc_inst(.clk  (clk),
                            .rst_n(rst_n),
                            .reset_value_i(32'h00000000),  
                            .wr_en_i(1'b1),  
                            .reg_i(next_pc),
                            .reg_o(pc_o));
  assign next_pc = pc_o + 32'd4;  
endmodule
`timescale 1ns/100ps
module reg32bit (
  input        clk,
  input        rst_n,
  input [31:0] reset_value_i,
  input        wr_en_i,
  input  wire [31:0] reg_i,
  output reg  [31:0] reg_o
);
  always @(posedge clk or negedge rst_n) begin
    if (!rst_n)
      reg_o <= reset_value_i;
    else if (wr_en_i)
      reg_o <= reg_i;
    else
      reg_o <= reg_o;
  end
endmodule
==> flow/run.sh <==
#!/bin/bash
# OpenROAD 26Q1-2900-gdf79404cd8, Yosys 0.63+post, stock flow scripts
make -C /OpenROAD-flow-scripts/flow DESIGN_CONFIG=/design/flow/config.mk WORK_HOME=/design/flow/orfs finish
==> flow/config.mk <==
export PLATFORM = sky130hd
export DESIGN_NAME = ifu
export DESIGN_NICKNAME = ifu
export VERILOG_FILES = /design/flow/design.v
export SDC_FILE = /design/flow/constraint.sdc
export NUM_CORES = 4
export LEC_CHECK = 1
export CORE_AREA = 10 10 94 94
export DIE_AREA = 0 0 104 104
==> flow/constraint.sdc <==
current_design ifu

set clk_period 4.0
set clk_io_pct 0.2

create_clock -name clk0 -period $clk_period [get_ports {clk}]

set non_clock_inputs [all_inputs -no_clocks]
set_input_delay [expr $clk_period * $clk_io_pct] -clock clk0 $non_clock_inputs
set_output_delay [expr $clk_period * $clk_io_pct] -clock clk0 [all_outputs]
==> run notes <==
## Status
* run status: complete, no violations

## STA
* smallest setup slack after layout: 1.913 ns
* unrepaired setup endpoints after global routing: no
* ratio of final minimum period to clock period: 52.17%
* max frequency: 0.4792 GHz
* time the worst path needs with I/O delays and setup: 2.087 ns
* sum of negative setup slack: 0 ns
* count of final max-slew check failures: 0
* number of hold-slack violations in the final timing report: 0
* worst hold margin: 0.4739 ns
* Least-Margin Pin Slew: 0.4989 ns
* final setup violation count: 0
* remaining max-slew budget at the tightest pin: 66.49%
* worst clock skew on the final layout: 0.003713 ns

## Yosys
* predominant post-synthesis flop cell: sky130_fd_sc_hd__dfrtp_1
* number of flops mapped to enable cells by yosys: 0
* area reported by Yosys stat: 0.001364 mm²
* count of state elements after synthesis: 30
* cell count after synthesis: 113
* most frequent cell after synthesis: sky130_fd_sc_hd__dfrtp_1
* cells taking the most area after synthesis: sky130_fd_sc_hd__dfrtp_1 (55%), sky130_fd_sc_hd__xnor2_1 (12%), sky130_fd_sc_hd__xor2_1 (5.8%), sky130_fd_sc_hd__nor4_4 (4.7%), sky130_fd_sc_hd__nand3_1 (3.7%)
* register share after synthesis: 55.05%
* share of synthesized registers carrying an async set or reset: 100.0%
* Syn Std Cell Area: 0.001364 mm²
* cell taking the most area after synthesis: sky130_fd_sc_hd__dfrtp_1
* average footprint of a synthesized cell: 12.07 µm²
* proportion of netlist area held by the largest area contributor: 55.05%
* synth cell count leaders: sky130_fd_sc_hd__dfrtp_1 (30), sky130_fd_sc_hd__xnor2_1 (19), sky130_fd_sc_hd__nand2_1 (10), sky130_fd_sc_hd__nand3_1 (10), sky130_fd_sc_hd__xor2_1 (9)
* Yosys Warn Count: 2
* number of distinct library cells after synthesis: 20
* yosys cell count: 113

## Worst setup path
* master of the slowest instance on the critical path: sky130_fd_sc_hd__clkdlybuf4s50_1
* classification of the worst setup path: reg2out
* FF-to-FF path depth: 5
* nature of the critical path startpoint: flip-flop
* Worst EP arrival: 1.29 ns
* data required time at the worst endpoint: 3.20 ns
* kind of cell adding the most delay to the critical path: buffers and inverters
* Slowest Stage Delay on Critical Path: 0.52 ns
* Critical R2R Capture: reg32bit_pc_inst.reg_o[18]
* slack of the worst reg-to-reg path: 2.25 ns
* Critical path buffers and inverters: 1
* critical path peak fanout: 6
* worst flop-to-flop path startpoint: reg32bit_pc_inst.reg_o[2]
* crit path capture type: output pin
* sequence of cells on the critical path: clkdlybuf4s50_1

## Cells and area
* Core Util, Final: 27.33%
* top register by number of flip-flops: reg32bit_pc_inst.reg_o
* largest registers: reg32bit_pc_inst.reg_o (30)
* design area: 0.001867 mm²
* share of cells above drive strength 1: 8.609%
* max FFs per register: 30
* final standard cell count with taps included and fillers excluded: 247
* Synth-to-Final Area Change: 36.88%

## Routing
* drt wl/cell: 11.36 µm
* Iteration-0 DRC Markers: 39
* via count: 915
* total iterations of the first detailed-routing run: 3
* detail-routed via count per cell: 3.704
* Post-DRT Antenna Nets: 0
* total antenna diodes in the routed design: 0
* drt drc: 0
* Total Wirelength: 2.806 mm

## Floorplanning
* Core Box Area: 0.006832 mm²
* ports placed on the boundary: 34
* Vert. Die Dim: 104 µm
* x dimension of the die: 104 µm
* core utilization at floorplan: 19.96%
* area enclosed by the die boundary: 0.01082 mm²
* Site Rows: 30

## Place
* Worst Setup Slack post-DPL: 2.203 ns
* cell area after placement: 0.001790 mm²
* hpwl dp: 2.127 mm
* Placed Cells: 240
* count of buffers inserted at the top-level ports: 31
* routability-driven placement congestion ratio: 0.7617

## CTS
* clock edge transition at the registers on the reported setup and hold paths: 0.06 ns
* Post-CTS Setup Inserts: 0
* worst skew pair latency: 0.27 ns
* number of buffers inserted by hold repair at cts: 0
* post_cts resized: 0
* number of buffers on the longest clock path: 2
* root buffer cell: sky130_fd_sc_hd__clkbuf_8
* number of H-tree levels: 2
* TritonCTS clock tree: done
* TritonCTS sink count: 30
* TritonCTS buffer count: 5

## Pwr
* LEAKAGE: 0.8381 nW
* Max IR drop VDD: 0.00009099 V
* Design Power: 0.5295 mW
* Pwr Density: 283.7 mW/mm²

## Global routing
* number of global-route vias before repair: 948
* largest net degree at the start of global routing: 31
* overflow left after global routing: 0
* Global Route Usage Sum: 5.102%
* global-route wire length before repair: 4.754 mm
* antenna violations before repair: 0

## Hold path
* Hold Path Cell Cnt: 1
* startpoint of the most critical hold path: reg32bit_pc_inst.reg_o[31]
* capture endpoint of the worst hold path: reg32bit_pc_inst.reg_o[31]
* type of the most critical hold path: reg2reg

## Run
* maximum capacitance violations: 0
* tool warning count: 25

layout by cell type (no fill, tap or decap), drive strengths merged:
master | netlist | layout
nor2 | 6 | 6
xor2 | 9 | 9
conb | 1 | 2
buf | 2 | 1
nor3 | 3 | 3
clkdlybuf4s50 | 0 | 31
nand4 | 8 | 8
nand2 | 10 | 10
xnor2 | 19 | 19
inv | 3 | 3
clkbuf | 0 | 7
and3 | 4 | 4
ha | 1 | 1
or2 | 1 | 1
nor4 | 4 | 4
dfrtp | 30 | 30
nand3 | 12 | 12
power breakdown:
part,switching (mW),leakage [nW],internal [mW]
combinational,0.00575,0.390,0.00149
clock,0.0993,0.0383,0.119
sequential,0,0.410,0.304
total,0.105,0.838,0.424
logic make-up (layout without fill, tap and decap cells):
group / after synthesis / in the layout / share of synthesized area [%]
other cells: 1 / 2 / 0.2750
fa+ha+maj: 1 / 1 / 0.9173
buf+inv: 5 / 42 / 1.926
simple gates: 48 / 48 / 23.85
flops: 30 / 30 / 55.05
xor+xnor: 28 / 28 / 17.98
final cells by class:
class | instances | area [µm²]
clock buffer | 7 | 76.32
fill | 728 | 4965
inverter | 3 | 11.26
multi-input combinational | 79 | 590.6
sequential | 30 | 750.7
tap | 96 | 120.1
timing repair buffer | 32 | 317.8
worst max path at each step:
stage	endpoint	startpoint	cells after the start	slack (ns)
CTS	pc_o[9]	reg32bit_pc_inst.reg_o[9]	1	1.89
global route	pc_o[9]	reg32bit_pc_inst.reg_o[9]	1	1.84
finish	pc_o[9]	reg32bit_pc_inst.reg_o[9]	1	1.91
routing by layer:
| metal | vias to the layer above | global-route usage (%) | part of all wire, % |
|---|---|---|---|
| met5 | - | 0 | 0 |
| met4 | 0 | 1.093 | 2.6 |
| met3 | 6 | 2.256 | 8.4 |
| met2 | 24 | 7.973 | 44 |
| met1 | 429 | 6.385 | 45 |
| li1 | 456 | - | - |
Power figures rest on the tool's default switching activity, not on a simulated workload.
