File: flow/config.mk
export PLATFORM = sky130hd
export DESIGN_NAME = alu
export DESIGN_NICKNAME = alu
export VERILOG_FILES = /design/flow/design.v
export SDC_FILE = /design/flow/constraint.sdc
export NUM_CORES = 4
export LEC_CHECK = 1
export CORE_UTILIZATION = 30
File: flow/constraint.sdc
current_design alu

set clk_period 14.6
set clk_io_pct 0.2

create_clock -name clk0 -period $clk_period

set non_clock_inputs [all_inputs -no_clocks]
set_input_delay [expr $clk_period * $clk_io_pct] -clock clk0 $non_clock_inputs
set_output_delay [expr $clk_period * $clk_io_pct] -clock clk0 [all_outputs]
File: flow/design.v
`timescale 1ns/100ps
module alu (
  input              op_type_i,
  input  wire [31:0] rs1_data_i,
  input       [31:0] operand2_i,
  input  wire [ 2:0] funct3_i,
  input  wire [ 4:0] shamt_i,
  output reg  [31:0] alu_result_o
);
  always @(*) 
  begin
    case (funct3_i)
      3'b000: alu_result_o = (op_type_i) ? (rs1_data_i - operand2_i) : (rs1_data_i + operand2_i); 
      3'b010: alu_result_o = { 31'd0, ($signed(rs1_data_i) < $signed(operand2_i)) }; 
      3'b011: alu_result_o = { 31'd0, (rs1_data_i < operand2_i) }; 
      3'b100: alu_result_o = rs1_data_i ^  operand2_i;
      3'b110: alu_result_o = rs1_data_i |  operand2_i;
      3'b111: alu_result_o = rs1_data_i &  operand2_i;  
      3'b001: alu_result_o = (rs1_data_i << shamt_i);
      3'b101: alu_result_o = (op_type_i) ? (rs1_data_i >>> shamt_i) : (rs1_data_i >> shamt_i);
      default:
        alu_result_o = 32'hDEADC0DE; 
    endcase
  end
endmodule
File: flow/run.sh
#!/bin/bash
# OpenROAD 26Q1-2900-gdf79404cd8, Yosys 0.63+post, stock flow scripts
make -C /OpenROAD-flow-scripts/flow DESIGN_CONFIG=/design/flow/config.mk WORK_HOME=/design/flow/orfs finish
==> Implementation_results.wiki <==
=== Synthesis and place and route ===
{| class="wikitable"
! Metric !! Value
|-
| Critical Path AT || 6910 ps
|-
| Synthesized instance count || 1242
|-
| Vias after detailed routing || 9862
|-
| Worst-case headroom to the max-slew limit || 0.442
|-
| Total negative setup slack || 0 ps
|-
| Worst voltage drop across the vdd grid || 0.0120 mV
|-
| Maximum capacitance violations || 0
|-
| Sequential power share || 0
|-
| Family of cells with the greatest summed delay on the critical path || AND-OR/OR-AND gates
|-
| Layout fillers || 2945
|-
| Number of hold buffers added after CTS || 0
|-
| Residual DRC count || 0
|-
| Worst Max-Slew Pin Slew || 836 ps
|-
| Worst path required time || 11680 ps
|-
| Met3 usage || 0.0450
|-
| Wire length per cell after detailed routing || 24.1 µm
|-
| Overflow after GRT || 0
|-
| Worst setup SP type || primary input
|-
| Final critical delay including setup and external delays || 9830 ps
|-
| Synth cell types || 81
|-
| Average cell area after synthesis || 6.65 µm²
|-
| Maximum net fanout on the critical path || 13
|-
| Number of antenna violations at the first check in global routing || 0
|-
| Final hold violation count || 0
|-
| Post-placement cell count || 1609
|-
| Area taken by flip-flops and latches || 0 µm²
|-
| CP max-delay cell || sky130_fd_sc_hd__clkdlybuf4s50_1
|-
| Die extent in y || 168 µm
|-
| Internal power contribution || 153 µW
|-
| Count of pins over their slew limit || 0
|-
| Post-detailed-routing wire length || 38700 µm
|-
| Die Area || 28200 µm²
|-
| Crit path largest cell delay || 640 ps
|-
| Final HPWL DP || 31000 µm
|-
| Utilization of the core after routing || 0.349
|-
| Unrepaired setup endpoints after global routing || false
|-
| Yosys chip area || 8270 µm²
|-
| Global Route met1 Usage || 0.416
|-
| Worst hold-check slack || 6980 ps
|-
| Areal power density over the cells || 41.8 nW/µm²
|-
| Largest net degree at the start of global routing || 61
|-
| Worst min-delay path category || in -> out
|-
| Number of buffers added for setup after CTS || 0
|-
| Violation tally from detailed-route iteration zero || 1208
|-
| Count of warnings emitted by yosys || 1
|-
| Global-route wire length before repair || 57100 µm
|-
| Number of clock-tree buffers in the layout || 0
|-
| Ports || 105
|-
| Core Density at Floorplan || 0.306
|-
| Combinational power share || 1.000
|-
| N_diodes || 0
|-
| Sequential cell count of the final layout || 0
|-
| Period utilization || 0.673
|-
| Synth Seq Share || 0
|-
| Met2 GRT Util || 0.409
|-
| Final Instance Count excl. Fillers || 1609
|-
| Buffer and inverter count on the worst path || 3
|-
| F_max || 102 MHz
|-
| FP Rows || 60
|-
| Standby leakage power || 3.87 nW
|-
| Antenna violation net count after detailed routing || 0
|-
| Switching power || 241 µW
|-
| CP cell instances || clkdlybuf4s50_1 -> inv_1 -> ha_1 -> nor2_1 -> o21ai_1 -> a311o_1 -> o2111a_2 -> o31a_1 -> o311ai_1 -> o21ai_1 -> xnor2_1 -> o211ai_1 -> clkdlybuf4s50_1
|-
| Commonest non-fill, non-tap cell in the layout || sky130_fd_sc_hd__o21ai_0
|-
| Number of buffers added on ports || 105
|-
| Endpoint class of the critical path || output pin
|-
| Total tool warning count || 96
|-
| Final RePlAce weighted congestion || 1.04
|-
| Ys cells || 1242
|-
| Final count of negative-setup-slack endpoints || 0
|-
| Crit Path Class || in -> out
|-
| Switching power as a share of total power || 0.611
|-
| Placeable Area || 27000 µm²
|-
| Die outline width || 168 µm
|-
| Post-cts sizing count || 0
|-
| Clock network fraction of design power || 0
|-
| Vias per cell || 6.13
|-
| Layout overhead on the synthesized area || 14.1%
|-
| Detailed Routing Iterations Pass 1 || 6
|-
| Vias in the first global route || 9045
|-
| Highest-count cells in the layout ignoring fill and taps || sky130_fd_sc_hd__o21ai_0 (134), sky130_fd_sc_hd__nor2_1 (126), sky130_fd_sc_hd__nand2_1 (115), sky130_fd_sc_hd__a21oi_1 (99), sky130_fd_sc_hd__clkdlybuf4s50_1 (99)
|-
| Share of cells above drive strength 1 || 0.0733
|-
| Area of the mapped netlist || 8270 µm²
|-
| All-Layer GR Usage || 0.273
|-
| Run status || complete, no violations
|-
| Busiest metal layer after global routing || met1
|}
-- layout make-up --
| cell class | instances | area [µm²] | share of cell area |
|---|---|---|---|
| inverters | 97 | 364 | 0.0386 |
| multi-input cells | 1048 | 7480 | 0.793 |
| well taps | 341 | 427 | 0.0452 |
| repair buffers | 123 | 1160 | 0.123 |
-- final timing paths --
| kind | cells after the start | endpoint | startpoint | slack [ps] |
|---|---|---|---|---|
| worst min-delay path | 5 | alu_result_o[30] | op_type_i | 6980 |
| worst max-delay path | 13 | alu_result_o[20] | rs1_data_i[9] | 4770 |
-- synthesized netlist by cell type, types with 12 or more instances --
cell	number	area share
sky130_fd_sc_hd__a211oi_1	19	0.017
sky130_fd_sc_hd__a21o_1	19	0.017
sky130_fd_sc_hd__a21oi_1	99	0.060
sky130_fd_sc_hd__a221oi_1	14	0.015
sky130_fd_sc_hd__a222oi_1	12	0.015
sky130_fd_sc_hd__buf_1	12	0.0054
sky130_fd_sc_hd__buf_2	29	0.018
sky130_fd_sc_hd__clkbuf_1	49	0.022
sky130_fd_sc_hd__ha_1	96	0.15
sky130_fd_sc_hd__inv_1	91	0.041
sky130_fd_sc_hd__mux2i_1	62	0.075
sky130_fd_sc_hd__mux4_2	27	0.074
sky130_fd_sc_hd__nand2_1	115	0.052
sky130_fd_sc_hd__nand2b_1	22	0.017
sky130_fd_sc_hd__nand3_1	22	0.013
sky130_fd_sc_hd__nor2_1	126	0.057
sky130_fd_sc_hd__nor2b_1	16	0.012
sky130_fd_sc_hd__nor3_1	23	0.014
sky130_fd_sc_hd__o211ai_1	28	0.025
sky130_fd_sc_hd__o21ai_0	134	0.081
sky130_fd_sc_hd__o21ai_1	18	0.011
sky130_fd_sc_hd__o22ai_1	16	0.012
sky130_fd_sc_hd__xnor2_1	24	0.025
-- layer usage --
metal | part of all wire | wire length (µm)
met1 | 0.46 | 17800
met4 | 0.022 | 845
met3 | 0.088 | 3400
met2 | 0.43 | 16700
met5 | 0 | 0
-- per-stage QoR --
stage          area [µm²]  setup slack, ps  power, mW
3_5_place_dp         9430             4830      0.384
5_1_grt              9430             4540      0.422
4_1_cts              9430             4820      0.386
2_1_floorplan        8270             6640      0.239
3_3_place_gp         9430             4800      0.386
6_report             9430             4770      0.394
-- logic make-up after synthesis --
| family | after synthesis | share of synthesized area |
|---|---|---|
| xor+xnor | 30 | 0.0318 |
| compound gates | 455 | 0.361 |
| mux | 95 | 0.157 |
| simple gates | 370 | 0.205 |
| buf+inv | 194 | 0.0961 |
| fa+ha+maj | 98 | 0.150 |
-- power by group through the flow --
stage                 Combinational [mW]  Sequential [mW]  Clock [mW]
after CTS                          0.386                0           0
after global routing               0.422                0           0
final                              0.394                0           0
Power figures rest on the tool's default switching activity, not on a simulated workload.
