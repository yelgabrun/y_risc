==> design/flow/design.v <==
`timescale 1ns/100ps
module decode 
  (
    input              clk_i,
    input              rst_n_i,
    input              wr_en_i,
    input       [31:0] instruction_i,
    input       [31:0] alu_result_i,
    input       [31:0] load_data_i,
    output      [ 2:0] funct3_o,
    output             op_type_o,
    output      [11:0] imm_o,
    output reg  [ 4:0] shamt_o,
    output reg         load_en_o,
    output      [31:0] rs1_data_o,
    output reg  [31:0] operand2_o
  );
  wire [ 6:0] opcode_s;
  wire [31:0] rs2_data_s;
  reg [31:0] rf_wdata_q;
  always @*
  begin
      rf_wdata_q = 32'd0;
      rf_wdata_q = load_en_o ? load_data_i : alu_result_i;
  end
  regfile regfile_inst(.clk    (clk_i),
                       .rst_n  (rst_n_i),
                       .wr_en  (wr_en_i),
                       .rs1_i  (instruction_i[19:15]),
                       .rs2_i  (instruction_i[24:20]),
                       .rd_i   (instruction_i[11: 7]),
                       .wdata_i(rf_wdata_q),
                       .rs1_o  (rs1_data_o),
                       .rs2_o  (rs2_data_s)
                       );
  assign op_type_o = instruction_i[31];
  assign imm_o     = instruction_i[31:20];
  assign opcode_s  = instruction_i[ 6: 0];
  assign funct3_o  = instruction_i[14:12];
  always @(*)
  begin
    operand2_o   = 32'd0;
    shamt_o      = 5'd0;
    load_en_o    = 1'b0;
    case(opcode_s)
      7'b0110011:
      begin
        operand2_o   = rs2_data_s;
        shamt_o      = rs2_data_s[4:0];
      end
      7'b0010011: 
      begin
        operand2_o   = {{20{imm_o[11]}}, imm_o};
        shamt_o      = instruction_i[24:20];
      end
      7'b0000011: 
      begin
        load_en_o   = 1'b1;
      end
      default: begin end
    endcase
  end
endmodule
`timescale 1ns/100ps
module regfile #(parameter NUM_REGS=32)
(
  input          clk,      
  input          rst_n,    
  input          wr_en,    
  input   [ 4:0] rs1_i,    
  input   [ 4:0] rs2_i,    
  input   [ 4:0] rd_i,    
  input   [31:0] wdata_i,  
  output  wire [31:0] rs1_o,    
  output  wire [31:0] rs2_o     
);
  reg [31:0] x [0:NUM_REGS-1];
  always @(posedge clk or negedge rst_n) begin
    if (!rst_n)
    begin
      x[ 0] <= 32'd0;
      x[ 1] <= 32'd0;
      x[ 2] <= 32'd0;
      x[ 3] <= 32'd0;
      x[ 4] <= 32'd0;
      x[ 5] <= 32'd0;
      x[ 6] <= 32'd0;
      x[ 7] <= 32'd0;
      x[ 8] <= 32'd0;
      x[ 9] <= 32'd0;
      x[10] <= 32'd0;
      x[11] <= 32'd0;
      x[12] <= 32'd0;
      x[13] <= 32'd0;
      x[14] <= 32'd0;
      x[15] <= 32'd0;
      x[16] <= 32'd0;
      x[17] <= 32'd0;
      x[18] <= 32'd0;
      x[19] <= 32'd0;
      x[20] <= 32'd0;
      x[21] <= 32'd0;
      x[22] <= 32'd0;
      x[23] <= 32'd0;
      x[24] <= 32'd0;
      x[25] <= 32'd0;
      x[26] <= 32'd0;
      x[27] <= 32'd0;
      x[28] <= 32'd0;
      x[29] <= 32'd0;
      x[30] <= 32'd0;
      x[31] <= 32'd0;
    end
    else if (wr_en && (rd_i != 5'd0)) begin
      x[rd_i] <= wdata_i;
    end
  end
  assign rs1_o = x[rs1_i];
  assign rs2_o = x[rs2_i];
endmodule
==> design/flow/run.sh <==
#!/bin/bash
# OpenROAD 26Q1-2900-gdf79404cd8, Yosys 0.63+post, stock flow scripts
make -C /OpenROAD-flow-scripts/flow DESIGN_CONFIG=/design/flow/config.mk WORK_HOME=/design/flow/orfs finish
==> design/flow/config.mk <==
export PLATFORM = sky130hd
export DESIGN_NAME = decode
export DESIGN_NICKNAME = decode
export VERILOG_FILES = /design/flow/design.v
export SDC_FILE = /design/flow/constraint.sdc
export NUM_CORES = 4
export LEC_CHECK = 1
export CORE_UTILIZATION = 30
==> design/flow/constraint.sdc <==
current_design decode

set clk_period 10.9
set clk_io_pct 0.2

create_clock -name clk0 -period $clk_period [get_ports {clk_i}]

set non_clock_inputs [all_inputs -no_clocks]
set_input_delay [expr $clk_period * $clk_io_pct] -clock clk0 $non_clock_inputs
set_output_delay [expr $clk_period * $clk_io_pct] -clock clk0 [all_outputs]
==> job_summary.md <==
## PnR job results

| Metric | Value |
|---|---|
| Family with the most delay on the worst path | `buffers and inverters` |
| Fraction of registers with async set/reset | `1.000` |
| Worst R2R Start | `regfile_inst.x[12][4]` |
| Largest regs | `regfile_inst.x (1024)` |
| Outcome | `complete, no violations` |
| CP max stage delay | `about 960 ps` |
| Vias per cell | `6.398` |
| Final Setup Violations | `0` |
| Via count | `49,780` |
| CTS Root Cell | `clkbuf_16` |
| CTS max path bufs | `3` |
| Htree depth | `3` |
| Mapped cell area | `0.04983 sq mm` |
| Final GP Congestion | `~1.1` |
| Yosys warns | `3` |
| Cycle use final | `0.8141` |
| GRT overflow | `0` |
| DRC | `0` |
| Commonest Layout Cell | `dfrtp_1` |
| Kind of critical path | `in2out` |
| GRT Overall Usage | `0.3531` |
| DRT iter0 DRCs | `about 6,500` |
| Post-cts repair resize count | `0` |
| R2R Setup Slk | `a little over 10,000 ps` |
| Max Slew Vio Count | `0` |
| # Max-Cap Violations | `0` |
| Cells after synthesis | `about 5,500` |
| Crit path DRT | `8720 ps` |
| CTS Hold Buffers Added | `0` |
| Initial Util | `0.3020` |
| Post-synthesis sequential area ratio | `0.5142` |
| R2r endpoint | `regfile_inst.x[12][4]` |
| Leak Pwr | `24.57 nW` |
| Die Y | `approximately 410 um` |
| Arr. time, crit path | `roughly 6700 ps` |
| Fin Setup TNS | `0 ps` |
| Yosys reg bits | `slightly above 1,000` |
| Synth Area per Inst | `8.993 sq um` |
| Worst setup EP type | `output pin` |
| RSZ-0062 raised after global routing | `false` |
| Path category of the worst min-delay check | `reg2reg` |
| Dpl hpwl | `between 150,000 and 200,000 um` |
| Buf+Inv Stages, Crit Path | `4` |
| Most common reg cell | `dfrtp_1` |
| Flip-flops with a built-in enable | `0` |
| CTS Buf Count | `about 110` |
| Worst vdd ir | `about 0.00013 V` |
| Cells on worst reg2reg path | `2` |
| Min-delay src | `regfile_inst.x[0][7]` |
| Drt pass-1 iters | `30` |
| Standard-cell rows | `between 100 and 150` |
| Final worst path period need | `around 9000 ps` |
| CP startpoint kind | `primary input` |
| Antenna-violating nets left | `0` |
| Post-CTS Repair Setup Buffers | `0` |
| First-pass GRT wire length | `around 400,000 um` |
| CP max stage cell | `clkdlybuf4s50_1` |
| Max reg flops | `1,024` |
| Clock Skew | `0 ps` |
| CTS tree | `yes` |
| Chip Width | `between 400 and 500 um` |
| Initial antenna violation count | `22` |
| Core Area | `0.1650 sq mm` |
| Cells in synth_stat.txt | `~5,500` |
| Reg with most FFs | `regfile_inst.x` |
| Layout area overhead | `17.21%` |
| Distinct cells, synth | `63` |
| End of the worst hold path | `regfile_inst.x[0][7]` |
| Latency at later pin | `780 ps` |
| Worst hold path stage count | `0` |
| Least-Margin Pin Slew | `1132 ps` |
| Die area | `0.1677 sq mm` |
| Hold_ws | `374.4 ps` |
| Worst Path Max Fanout | `18` |
| Tool Warnings | `38` |
| Port-buffer cells | `178` |
| Largest net degree at the start of global routing | `~120` |
| Yosys stat chip area | `0.04983 sq mm` |
| Avg WL per Cell | `37.31 um` |
| Layout cell share with drive strength beyond 1 | `0.1044` |
| Max Freq | `112.7 MHz` |
| Top cells excl fill/tap | `dfrtp_1 (1,024), a22oi_1 (725), nor2_1 (694)` |
| Slew headroom | `0.2436` |
| Clk sinks | `~1,000` |
| Number of global-route vias before repair | `47,530` |
| CP cell instances | `clkdlybuf4s50_1, buf_4, nand2b_1, nor2_4, buf_4, a22oi_1, nand2_1, a211oi_1, a31oi_1, clkdlybuf4s50_1` |
| Ports | `185` |
| Clock Pin Slew Worst Setup and Hold Paths | `roughly 60 ps` |
| Fill cell count | `approximately 16,000` |
| Hold Fails Final Rpt | `0` |
| Final Routed Wirelength | `between 200,000 and 300,000 um` |
| Crit path from | `instruction_i[15]` |
| Cell Pwr Density | `around 190 mW/mm^2` |
==> logic make-up after synthesis <==
family	share of synthesized area
buf+inv	0.05019
compound gates	0.2551
flops	0.5142
mux	0.03006
simple gates	0.1505
==> layout make-up <==
| type | instances | area (sq um) | share of cell area |
|---|---|---|---|
| diodes | 8 | 20.02 | 0.0003428 |
| clock buffers | 155 | 3238 | 0.05544 |
| clock inverters | 53 | 534.3 | 0.009147 |
| inverters | 11 | 41.29 | 0.0007069 |
| multi-input cells | 3924 | 22540 | 0.3859 |
| flip-flops and latches | 1024 | 25620 | 0.4387 |
| well taps | 2189 | 2739 | 0.04689 |
| repair buffers | 417 | 3671 | 0.06285 |
==> worst max path at each step <==
stage / endpoint / cells after the start
final: rs1_data_o[31] / 10
after global routing: rs1_data_o[15] / 11
after CTS: rs1_data_o[31] / 10
==> metrics by stage <==
| step | util | std cells | setup WS [ps] | total power, mW | instance area [sq um] |
|---|---|---|---|---|---|
| final | 0.3540 | 7781 | 2027 | 11.14 | 58410 |
| after detailed placement | 0.3310 | 7565 | 2243 | 7.138 | 54610 |
| after global routing | 0.3539 | 7776 | 2104 | 11.55 | 58390 |
| after CTS | 0.3539 | 7773 | 2249 | 11.09 | 58390 |
| after floorplan | - | 5541 | 4879 | 6.147 | 49830 |
| after global placement | 0.3310 | 7565 | 2286 | 7.112 | 54610 |
==> synth_stat cells, types with 34 or more instances <==
cell	number	share of area
a21oi_1	663	0.067
a22o_1	40	0.0070
a22oi_1	725	0.11
and3_1	57	0.0072
buf_2	139	0.014
clkbuf_1	396	0.030
dfrtp_1	1024	0.51
mux2i_1	135	0.027
nand2_1	593	0.045
nand3_1	53	0.0053
nand4_1	93	0.012
nor2_1	760	0.057
nor3_1	57	0.0057
nor4_1	34	0.0043
o21ai_0	381	0.038
o21ai_1	63	0.0063
o22ai_1	36	0.0045
==> power breakdown <==
part / total (mW) / internal [mW] / switching, mW
registers: 5.53 / 4.60 / 0.924
logic: 1.64 / 0.664 / 0.981
clock network: 3.97 / 2.24 / 1.72
==> per-layer routing <==
metal  GRT usage  part of all wire  routed length, um
met1      0.4526              0.36             104300
met2      0.4709              0.40             115800
met3      0.1994              0.16              47630
met4      0.1971             0.076              22140
met5    0.004023            0.0012                334
Power and IR drop assume default switching activity.
